### flow/design.v
`timescale 1ns / 1ps
`timescale 1ns / 1ps
module register(
    input wire clk,
    input wire rst,
    input wire write_enable,
    input wire [5 - 1 : 0] write_addr,
    input wire [32 - 1 : 0] write_data,
    input wire read_enable1,   
    input wire [5 - 1 : 0] read_addr1,
    output reg [32 - 1 : 0] read_data1,
    input wire read_enable2,   
    input wire [5 - 1 : 0] read_addr2,
    output reg [32 - 1 : 0] read_data2
    );
    reg[32 - 1 : 0] regs[32 - 1 : 0];
always @ (posedge clk) begin
    if (rst == 1'b0 && write_enable == 1'b1) begin
        if (write_addr != 5'h0)  
            regs[write_addr] <= write_data;
    end
end
always @ (*) begin
    if (rst == 1'b0 && read_enable1 == 1'b1) begin
        if (read_addr1 == 5'h0)
            read_data1 = 32'h00000000;
        else if (read_addr1 == write_addr && write_enable == 1'b1)
            read_data1 = write_data;
        else
            read_data1 = regs[read_addr1];
    end
    else begin
        read_data1 = 32'h00000000;
    end
end
always @ (*) begin
    if (rst == 1'b0 && read_enable2 == 1'b1) begin
        if (read_addr2 == 5'h0)
            read_data2 = 32'h00000000;
        else if (read_addr2 == write_addr && write_enable == 1'b1)
            read_data2 = write_data;
        else
            read_data2 = regs[read_addr2];
    end
    else begin
        read_data2 = 32'h00000000;
    end
end
endmodule
### flow/run.sh
#!/bin/bash
# OpenROAD 26Q1-2900-gdf79404cd8, Yosys 0.63+post, stock flow scripts
make -C /OpenROAD-flow-scripts/flow DESIGN_CONFIG=/design/flow/config.mk WORK_HOME=/design/flow/orfs finish
### flow/config.mk
export PLATFORM = sky130hd
export DESIGN_NAME = register
export DESIGN_NICKNAME = register
export VERILOG_FILES = /design/flow/design.v
export SDC_FILE = /design/flow/constraint.sdc
export NUM_CORES = 4
export LEC_CHECK = 1
export CORE_UTILIZATION = 30
### flow/constraint.sdc
current_design register

set clk_period 8.2
set clk_io_pct 0.2

create_clock -name clk0 -period $clk_period [get_ports {clk}]

set non_clock_inputs [all_inputs -no_clocks]
set_input_delay [expr $clk_period * $clk_io_pct] -clock clk0 $non_clock_inputs
set_output_delay [expr $clk_period * $clk_io_pct] -clock clk0 [all_outputs]
==> Changelog: implementation <==
### Implementation results

* CTS Buffer Depth at 3
* Maximum vdd ir drop at 173 uV
* Worst Setup End Kind: output port
* P_leak at 17.6 nW
* Layout Utilization at 0.350
* Layout cells sized above 1 at 0.267
* Area share, top type at 0.640
* CTS tree: done
* Initial antenna violation count at 4
* Type of the worst min-delay path: input pin to flop
* Cell with the most instances after synthesis: edfxtp_1
* Post-CTS Setup Bufs at 0
* Power per cell area at 210 nW/um^2
* Comb pwr share at 0.086
* Post-detail-place hpwl at 88100 um
* Top cells by count, synth: edfxtp_1 (1024), mux4_2 (416), mux2i_1 (312), clkbuf_1 (99), a22oi_1 (94)
* Hold_buf cts at 0
* Worst EP arrival at 5.15 ns
* Total global-route track usage at 0.201
* MaxCap Viol Count at 0
* Tightest Pin Transition at 0.941 ns
* Final cycle utilization of the critical path at 0.828
* RSZ-0062 raised after global routing: no
* Setup TNS at 0 ns
* First DRT Iteration DRCs at 1968
* Max reg flops at 1024
* PostCTS Resize Cnt at 0
* Switching pwr at 0.00262 W
* Vias/cell at 5.65
* Seq share, synth at 0.640
* Htree depth at 3
* Sw Share at 0.226
* Yosys Chip Area at 48000 um^2
* Post-synth EDFFs at 1024
* Unique cell types at 37
* Root buffer cell: clkbuf_16
* CTS sink count at 1024
* Antenna Nets Post-Route at 0
* Die height at 402 um
* Synth warn at 1
* DR pass1 iterations at 6
* Area Growth Syn to Fin at 15.6%
* Die ar. at 162000 um^2
* Ys flops at 1024
* Outcome: completed
* Crit path required time at 6.56 ns
* Syn_area_per_cell at 19.1 um^2
* Fin area at 55500 um^2
* Die Width at 402 um
* IO buf count at 115
* Routed WL at 152000 um
* Top flop regs: regs: 1024 flops
* Post-synth top area cell: edfxtp_1
* Pre-Place Util at 0.303
* DRC Markers at 0
* Worst hold slack at 1.76 ns
* DP Area at 52100 um^2
* CP Capture Point: read_data2[28]
* Internal power at 0.00901 W
* IO Pins at 116
* Clk slew on worst S/H paths at 0.06 ns
* Min Tclk post-route at 6.79 ns
* Clock network fraction of total power at 0.413
* Mapped Cells at 2508
* Commonest flop: edfxtp_1
* Via count at 27300
* Sequential power share at 0.501
* Worst Path Max Fanout at 25
* Vias in the first global route at 30100
* # Cells Yosys at 2508
* Largest reg by FF count: regs
* Post-synth ARST share at 0
* GRT Residual Overflow at 0
* Tool warnings at 26
* CTS buffer count at 109
* Final setup viols at 0
* Critical Path Start: read_addr2[3]
* Core area at 159000 um^2
* Setup CP Type: input pin to output port
* WL/cell at 31.4 um
* Largest net degree at the start of global routing at 87
* Fmax at 147 MHz
* GPL Wtd Cong at 0.858
* Top cells by area: edfxtp_1 (64%), mux4_2 (20%), mux2i_1 (6.5%), a22oi_1 (1.5%), o22ai_1 (1.2%)
* Slew HR at 0.371
* Design Power at 0.0116 W
* Post-synthesis cell area at 48000 um^2
* Final Max Tran Viols at 0
* First-pass GRT wire length at 216000 um
* FP Rows at 146
* Final hold violation count at 0
* Worst Setup Start Kind: input pin
* Ant diodes at 0
-- logic make-up after synthesis --
family / after synthesis / synth area share
multiplexers: 728 / 0.260
buffers and inverters: 213 / 0.0236
AND-OR/OR-AND: 329 / 0.0539
flip-flops: 1024 / 0.640
other: 1 / 0.0000781
AND/OR/NAND/NOR: 203 / 0.0201
XOR/XNOR: 10 / 0.00182
-- cell usage in the layout, fill, tap and decap left out, drive strengths merged, types with 6 or more instances in the layout --
| cell type | count |
|---|---|
| a211oi | 32 |
| a21oi | 8 |
| a22oi | 94 |
| a32o | 32 |
| buf | 127 |
| bufinv | 10 |
| clkbuf | 139 |
| clkdlybuf4s50 | 107 |
| clkinv | 38 |
| clkinvlp | 6 |
| conb | 32 |
| edfxtp | 1024 |
| mux2i | 312 |
| mux4 | 416 |
| nand2 | 41 |
| nand2b | 6 |
| nor2 | 69 |
| nor2b | 33 |
| nor3 | 32 |
| o221a | 32 |
| o221ai | 40 |
| o22ai | 90 |
| xnor2 | 6 |
-- how the worst min path moves through the flow --
stage | start | to | slack (ns) | cells after the start
4_1_cts | write_data[29] | regs[5][29]$_DFFE_PP_ | 1.73 | 2
6_report | write_data[29] | regs[5][29]$_DFFE_PP_ | 1.76 | 2
5_1_grt | write_data[29] | regs[5][29]$_DFFE_PP_ | 1.78 | 2
-- critical path, stage by stage --
cell and delay, ns:
buf_2 0.45, buf_4 0.60, nand2_2 0.69, buf_4 0.47
o221ai_1 0.39, o221a_1 0.37, clkdlybuf4s50_1 0.50
-- metal layers --
metal  GRT usage  share of wire  wire, um
met2       0.286           0.45     67800
met1       0.221           0.32     48800
met3       0.178           0.20     30000
met4      0.0516          0.032      4830
met5      0.0285         0.0031       476
-- metrics by stage --
| stage | instances | setup slack, ns |
|---|---|---|
| after detailed placement | 4633 | 1.47 |
| after global routing | 4828 | 1.28 |
| after CTS | 4828 | 1.43 |
| after global placement | 4633 | 1.42 |
| final | 4828 | 1.41 |
| after floorplan | 2539 | 3.39 |
-- area by class of cell --
cell class	instances	area [um^2]
Fill cell	14600	103000
Tap cell	2072	2590
Clock inverter	57	557
Clock buffer	138	2880
Sequential cell	1024	30700
Timing Repair Buffer	235	2180
Multi-Input combinational cell	1302	16600
-- power by group through the flow --
stage / Clock, W / Combinational (W) / Sequential (W)
after global routing: 0.00506 / 0.00107 / 0.00583
after CTS: 0.00487 / 0.00100 / 0.00583
final: 0.00481 / 0.000999 / 0.00583
Power figures rest on the tool's default switching activity, not on a simulated workload.
